## design.v

```verilog
module MAC#(
    IN_WORD_SIZE = 8,
    OUT_WORD_SIZE = 16
)(
  input [7:0] a, b,
    input clk, clear,
  output reg [7:0] a_fwd, b_fwd,
  output reg [15:0] out
);
  reg [16:0] acc_reg;
    always @(posedge clk or posedge clear) begin
        if (clear) begin
            a_fwd <= 0;
            b_fwd <= 0;
            acc_reg <= 0;
            out <= 0;
        end else begin
            a_fwd <= a;
            b_fwd <= b;
          	acc_reg <= a * b;
            out <= a * b + acc_reg;
        end
    end
endmodule
module systolic_array#(
   parameter NUM_ROW = 8,
       parameter NUM_COL = 8,
      parameter  IN_WORD_SIZE = 64,
     parameter  OUT_WORD_SIZE = 24
)(
    input clk,
    input rst,
    output reg compute_done,
  input wire [31:0] top_inputs,
  input wire [63:0] left_inputs,
  output reg [5:0] cycles_count,
    output reg [OUT_WORD_SIZE * NUM_ROW * NUM_COL-1:0] pe_register_vals,
    output tx
);
  wire [15:0] pe_reg[8][4];
  wire [7:0] a_fwd[8][4];
  wire [7:0] b_fwd[8][4];
  	generate
      for(genvar r = 0; r <=7; r++) begin :rw_gen
        for(genvar c = 0; c <=3; c++) begin : cl_gen
          wire [7:0] act_in;
          wire[7:0] w_in;
          wire [7:0] act_out;
          wire [7:0] w_out;
          MAC mac_inst(.a(act_in),.b(top_inputs[((c*8) + 7) : (c*8)]), .a_fwd(act_out), .b_fwd(w_out), .clk(clk), .clear(!rst), .out(pe_reg[r][c]));  
        end
      end
    endgenerate
  generate
  	genvar i_1; genvar i_2;
    for(i_1 = 0; i_1 <= 7; i_1++) begin :r_assign
      for(i_2 = 0; i_2 <= 3; i_2++) begin : c_assign
        assign rw_gen[i_1].cl_gen[i_2].act_in = (i_2==0) ? left_inputs[((8*i_1)+7) : (8*i_1)] : rw_gen[(i_1+1)-1].cl_gen[(i_2+1)-1].act_out;
        assign rw_gen[i_1].cl_gen[i_2].w_in = (i_1==0) ? top_inputs[((8*i_2)+7) : (8*i_2)] : rw_gen[(i_1+1)-1].cl_gen[(i_2+1)-1].w_out;
      end
    end
  endgenerate
    reg [7:0] uart_data;
    reg send_uart;
    uart_tx uart_inst (
        .clk(clk),
        .rst(rst),
        .data(uart_data),
        .send(send_uart),
        .tx(tx)
    );
  always @(posedge clk) cycles_count <= !rst ? 0 : cycles_count + 1;
  int k_1; int k_2;
  always @(posedge clk) begin
    for(k_1 = 0; k_1 < 8; k_1++) begin
      for(k_2 = 0; k_2 < 4; k_2++) begin
        pe_register_vals <= pe_reg[k_1][k_2];
      end
    end
  end
  always @(posedge clk) compute_done <= (cycles_count == 8);
endmodule
module uart_tx #(parameter CLK_FREQ = 50000000, parameter BAUD_RATE = 115200)(
    input clk,
    input rst,
    input [7:0] data,
    input send,
    output reg tx
);
    reg [3:0] bit_index;
    reg [9:0] shift_reg;
    reg [15:0] baud_count;
    reg transmitting;
    always @(posedge clk) begin
        if (rst) begin
            tx <= 1;
            transmitting <= 0;
            bit_index <= 0;
            baud_count <= 0;
        end else if (send && !transmitting) begin
            shift_reg <= {1'b1, data, 1'b0};
            transmitting <= 1;
            bit_index <= 0;
            baud_count <= 0;
        end else if (transmitting) begin
            if (baud_count == (CLK_FREQ / BAUD_RATE)) begin
                baud_count <= 0;
                tx <= shift_reg[0];
                shift_reg <= {1'b1, shift_reg[9:1]};
                bit_index <= bit_index + 1;
                if (bit_index == 9) transmitting <= 0;
            end else begin
                baud_count <= baud_count + 1;
            end
        end
    end
endmodule
```

## run.sh

```bash
#!/bin/bash
# OpenROAD 26Q1-2900-gdf79404cd8, Yosys 0.63+post, stock flow scripts
make -C /OpenROAD-flow-scripts/flow DESIGN_CONFIG=/design/flow/config.mk WORK_HOME=/design/flow/orfs finish
```

## config.mk

```make
export PLATFORM = sky130hd
export DESIGN_NAME = systolic_array
export DESIGN_NICKNAME = systolic_array
export VERILOG_FILES = /design/flow/design.v
export SDC_FILE = /design/flow/constraint.sdc
export NUM_CORES = 4
export LEC_CHECK = 1
export CORE_AREA = 10 10 626 626
export DIE_AREA = 0 0 636 636
```

## constraint.sdc

```tcl
current_design systolic_array

set clk_period 1.5
set clk_io_pct 0.2

create_clock -name clk0 -period $clk_period [get_ports {clk}]

set non_clock_inputs [all_inputs -no_clocks]
set_input_delay [expr $clk_period * $clk_io_pct] -clock clk0 $non_clock_inputs
set_output_delay [expr $clk_period * $clk_io_pct] -clock clk0 [all_outputs]
```

==> results.txt <==
yosys + openroad results -> status=complete, no violations, proportion of synthesized chip area in sequential cells=1.18%, Core Region=378000 um^2, core utilization of the finished layout=3.30%, Final Slew Violations=0, hold slack final=0.483 ns, nature of the critical path endpoint=output port, count of warning messages emitted by the tools=122, total negative setup slack=0 ns, CTS Sinks=7, P&R area growth vs syn=5.59%, routability congestion estimate from global placement=0.580, Internal Pwr Total=570 uW, setup-violating endpoint count in the final report=0, critical path fanouts, max=4, Final Hold Violation Tally=0, element type at the critical path start=flop, commonest non-fill, non-tap cells in the layout=sky130_fd_sc_hd__conb_1 (1537), sky130_fd_sc_hd__clkdlybuf4s50_1 (8), sky130_fd_sc_hd__and2_1 (4), sky130_fd_sc_hd__dfxtp_1 (4), combinational group share of total power=31.6%, highest-count logic cell in the final layout=sky130_fd_sc_hd__conb_1, number of antenna violations at the first check in global routing=0, count of fill cells added during filler insertion=45100, P_leak=0.00517 uW, Bufs on Longest Clock Path=2, number of DRC markers in iteration 0=56, latest clock arrival within the worst-skew pair=0.23 ns, worst endpoint required time=1.20 ns, count of nets left with antenna violations after detail routing=0, clock share of power=47.0%, number of placed cells counting well taps=6589, maximum single-stage delay on the critical path=0.51 ns, total congestion overflow after global routing=0, wire length reported by the detailed router=20600 um, via count=4060, clock slew at the register clock pins of the worst setup and hold paths=0.04 ns, level count of the clock H-tree=1, start point of the worst hold path=cycles_count[0]$_SDFF_PN0_, Buf/Inv on CP=1, fin cells=6593, fraction of final layout cells sized beyond drive strength 1=0.507%, site row count=226, post-route fraction of the period consumed by the critical path=95.6%, overall die width=636 um, tally of buffers added on design ports=8, category of cells accounting for the largest share of critical-path delay=buffers and inverters, die extent in y=636 um, total routing resource utilization after global routing=0.710%, unrepaired setup endpoints after global routing=false, worst setup slack before clock tree synthesis=0.261 ns, proportion of power drawn by flip-flops and latches=21.4%, Final Skew=0.00134 ns, maximum vdd drop=0.475 mV, yosys cell count=1567, total clock buffers created by CTS=3, first-pass GRT wire length=26500 um, CTS resizes=0, Gate Count Post-Synth=1567, min-delay worst type=flop to flop, n_diodes=0, yosys synthesis chip area=11800 um^2, final HPWL from detailed placement=20500 um, Clk Tree Root Cell=sky130_fd_sc_hd__clkbuf_16, Final Worst Setup Slack=0.0667 ns, data arrival time of the critical path=1.13 ns, worst min-delay path endpoint=cycles_count[0]$_SDFF_PN0_, routing usage on met1=0.531%, via/cell ratio=0.616, number of primary I/O pins=1642, depth of the worst register-to-register path=4, maximum number of pins on one net before global-route repair=8, proportion of total power due to net switching=40.5%, met3 GRT Util=0.454%, number of different library cells in the post-synthesis netlist=17, flops out of synthesis=7, number of warnings issued by yosys=12, library cell contributing the largest single delay on the critical path=sky130_fd_sc_hd__clkdlybuf4s50_1, instance count along the most critical hold path=1, clock period minus final worst setup slack=1.43 ns, netlist area before placement=11800 um^2, origin of the critical flop-to-flop path=cycles_count[1]$_SDFF_PN0_, Most Used Layer, Global Route=met2, global-route met2 utilization=1.51%, FP Core Util=3.13%, post-CTS setup buffer count=0, worst-case register-to-register setup slack=0.39 ns, highest clock frequency the design can meet=698 MHz, number of max-cap violations=0, CTS tree=built, worst setup path startpoint=cycles_count[4]$_SDFF_PN0_, residual DRC count=0, Cell Chain, Critical Path=clkdlybuf4s50_1, power per unit of standard cell area=76.7 nW/um^2, category of the critical setup timing path=flop to output port, floorplan die area=404000 um^2, end of the worst register-to-register path=cycles_count[4]$_SDFF_PN0_, switching component of the power=388 uW, DR WL/cell=3.13 um, cts-stage hold buffer count=0, Mapped Avg Cell Area=7.55 um^2, via count of the first global-routing pass=5443, TritonRoute pass-1 iters=3
==> power groups by stage <==
stage | registers [uW] | logic [uW] | clock network (uW)
4_1_cts | 204 | 415 | 452
6_report | 205 | 303 | 450
5_1_grt | 206 | 522 | 469
==> logic make-up after synthesis <==
logic type    after synthesis  synth area share (%)
fa+ha+maj                   2                 0.211
simple gates               13                 0.677
mux                         1                0.0846
other cells                 2                0.0635
buf+inv                  1539                  97.6
flops                       7                  1.18
xor+xnor                    3                 0.222
==> per-stage QoR <==
stage | area (um^2) | power [uW]
after floorplan | 17600 | 3060
after global placement | 12400 | 628
after detailed placement | 12400 | 611
after CTS | 12500 | 1070
after global routing | 12500 | 1200
final | 12500 | 959
==> area by class of cell <==
type,count,area (um^2),area share (%)
clock buffers,4,78.8,0.631
inverters,2,7.51,0.0601
multi-input cells,1556,5910,47.3
flip-flops and latches,7,144,1.15
well taps,5016,6280,50.2
repair buffers,8,80.1,0.641
==> how the worst max path moves through the flow <==
stage | endpoint | slack, ns | cells after the start
6_report | cycles_count[4] | 0.07 | 1
5_1_grt | cycles_count[4] | 0.03 | 1
4_1_cts | cycles_count[0] | 0.01 | 1
==> flip-flops by register name (all words and copies together), names as in the netlist <==
| signal | cells |
|---|---|
| cycles_count | 6 |
| compute_done | 1 |
==> Yosys cell counts <==
cell                       count  area [um^2]
sky130_fd_sc_hd__xor2_1        1         8.76
sky130_fd_sc_hd__nand3_1       1         5.00
sky130_fd_sc_hd__xnor2_1       2         17.5
sky130_fd_sc_hd__nor2_2        1         6.26
sky130_fd_sc_hd__nor2_1        1         3.75
sky130_fd_sc_hd__buf_4      1537        11500
sky130_fd_sc_hd__nand2b_1      1         6.26
sky130_fd_sc_hd__ha_1          2         25.0
sky130_fd_sc_hd__nand3_2       1         10.0
sky130_fd_sc_hd__nor2b_1       1         6.26
sky130_fd_sc_hd__nand2_1       2         7.51
sky130_fd_sc_hd__and2_1        4         25.0
sky130_fd_sc_hd__conb_1        2         7.51
sky130_fd_sc_hd__inv_1         2         7.51
sky130_fd_sc_hd__mux2i_1       1         10.0
sky130_fd_sc_hd__dfxtp_1       7          140
sky130_fd_sc_hd__and4b_1       1         10.0
==> metal layers <==
layer  up-vias  share of wire (%)  wire, um
met3         4                 14      2990
met2       675                 58     12000
met5         -                  0         0
met4         0               0.20        42
met1      1731                 27      5660
li1       1650                  -         -
Power and IR drop assume default switching activity.
